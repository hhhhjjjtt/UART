===== flow/config.mk =====
export PLATFORM = sky130hd
export DESIGN_NAME = UART_Loopback_Top
export DESIGN_NICKNAME = UART_Loopback_Top
export VERILOG_FILES = /design/flow/design.v
export SDC_FILE = /design/flow/constraint.sdc
export NUM_CORES = 4
export LEC_CHECK = 1
export CORE_UTILIZATION = 30

===== flow/constraint.sdc =====
current_design UART_Loopback_Top

set clk_period 3.9
set clk_io_pct 0.2

create_clock -name clk0 -period $clk_period [get_ports {i_Clk}]

set non_clock_inputs [all_inputs -no_clocks]
set_input_delay [expr $clk_period * $clk_io_pct] -clock clk0 $non_clock_inputs
set_output_delay [expr $clk_period * $clk_io_pct] -clock clk0 [all_outputs]

===== flow/design.v =====
module LED_Display_two_hex (
    input [7:0] i_data,
    output a1,
    output b1,
    output c1,
    output d1,
    output e1,
    output f1,
    output g1,
    output a2,
    output b2,
    output c2,
    output d2,
    output e2,
    output f2,
    output g2
);
    wire [3:0] r_data_upper;
    wire [3:0] r_data_lower;
    assign r_data_upper = i_data[7:4];
    assign r_data_lower = i_data[3:0];
    wire [6:0] led_digit_data_upper;
    wire [6:0] led_digit_data_lower;
    num_2_led num_2_led_0(r_data_upper, led_digit_data_upper);
    num_2_led num_2_led_1(r_data_lower, led_digit_data_lower);
    assign a1 = led_digit_data_upper[0];
    assign b1 = led_digit_data_upper[1];
    assign c1 = led_digit_data_upper[2];
    assign d1 = led_digit_data_upper[3];
    assign e1 = led_digit_data_upper[4];
    assign f1 = led_digit_data_upper[5];
    assign g1 = led_digit_data_upper[6];
    assign a2 = led_digit_data_lower[0];
    assign b2 = led_digit_data_lower[1];
    assign c2 = led_digit_data_lower[2];
    assign d2 = led_digit_data_lower[3];
    assign e2 = led_digit_data_lower[4];
    assign f2 = led_digit_data_lower[5];
    assign g2 = led_digit_data_lower[6];
endmodule
module num_2_led (
    input [3:0] i_num,
    output reg [6:0] led_digit
);
always @(*) begin
    case (i_num)
        4'h0: led_digit = 7'b1000000;
        4'h1: led_digit = 7'b1111001;
        4'h2: led_digit = 7'b0100100;
        4'h3: led_digit = 7'b0110000;
        4'h4: led_digit = 7'b0011001;
        4'h5: led_digit = 7'b0010010;
        4'h6: led_digit = 7'b0000010;
        4'h7: led_digit = 7'b1111000;
        4'h8: led_digit = 7'b0000000;
        4'h9: led_digit = 7'b0010000;
        4'hA: led_digit = 7'b0001000;
        4'hB: led_digit = 7'b0000011;
        4'hC: led_digit = 7'b1000110;
        4'hD: led_digit = 7'b0100001;
        4'hE: led_digit = 7'b0000110;
        4'hF: led_digit = 7'b0001110;
        default: led_digit = 7'b1111111;
    endcase
end
endmodule
module UART_Loopback_Top (
    input i_UART_RX,
    input i_Clk,
    input i_Switch_1,  
    output o_UART_TX,
    output o_Segment1_A,
    output o_Segment1_B,
    output o_Segment1_C,
    output o_Segment1_D,
    output o_Segment1_E,
    output o_Segment1_F,
    output o_Segment1_G,
    output o_Segment2_A,
    output o_Segment2_B,
    output o_Segment2_C,
    output o_Segment2_D,
    output o_Segment2_E,
    output o_Segment2_F,
    output o_Segment2_G
);
    reg [7:0] r_rx_data;
    wire rx_done;
    uart_rx #(
        .BAUD_RATE(115200), 
        .CLK_HZ(25000000)
    ) uart_rx_0 (
        .i_serial(i_UART_RX),
        .i_Clk(i_Clk),
        .i_reset(i_Switch_1),
        .o_rx_data(r_rx_data),
        .o_rx_done(rx_done)
    );
    reg [7:0] data;
    reg start;
    wire busy;
    wire o_tx_serial;
    assign o_UART_TX = busy ? o_tx_serial : 1;
    uart_tx #(
        .BAUD_RATE(115200), 
        .CLK_HZ(25000000)
    ) uart_tx_0 (
        .i_data(data),
        .i_Clk(i_Clk),
        .i_reset(i_Switch_1),
        .i_start(start),
        .o_tx_serial(o_tx_serial),
        .o_tx_done(),
        .o_busy(busy)
    );
    LED_Display_two_hex LED_Display_two_hex_0(
        .i_data(data), 
        .a1(o_Segment1_A),
        .b1(o_Segment1_B),
        .c1(o_Segment1_C),
        .d1(o_Segment1_D),
        .e1(o_Segment1_E),
        .f1(o_Segment1_F),
        .g1(o_Segment1_G),
        .a2(o_Segment2_A),
        .b2(o_Segment2_B),
        .c2(o_Segment2_C),
        .d2(o_Segment2_D),
        .e2(o_Segment2_E),
        .f2(o_Segment2_F),
        .g2(o_Segment2_G)
    );
    always @(posedge i_Clk or posedge i_Switch_1) begin
        if (i_Switch_1) begin
            data <= 0;
            start <= 0;
        end
        else begin
            if (rx_done) begin
                data <= r_rx_data;
                start <= 1;
            end
            else begin
                data <= data;
                start <= 0;
            end
        end        
    end
endmodule 
module uart_rx #(
    parameter BAUD_RATE = 115200,
    parameter CLK_HZ = 25000000
) (
    input i_serial,
    input i_Clk,
    input i_reset,
    output [7:0] o_rx_data,
    output o_rx_done
);
    parameter CLK_PER_BIT = CLK_HZ/BAUD_RATE;
    parameter CLK_MID = ((CLK_PER_BIT-1)/2);
    parameter IDLE = 2'b00;
    parameter START = 2'b01;
    parameter DATA = 2'b10;
    parameter STOP = 2'b11;
    reg [7:0] r_rx_data;
    reg r_rx_done;
    reg [1:0] state;
    reg [2:0] data_bit_counter;
    reg [31:0] clk_bit_counter;
    reg bit_data;
    wire is_fe;
    wire r_serial;
    falling_edge_det falling_edge_det_0(i_serial, i_Clk, i_reset, is_fe, r_serial);
    wire bit_end;
    assign bit_end = (clk_bit_counter == CLK_PER_BIT - 1);  
    always @(posedge i_Clk or posedge i_reset) begin
        if (i_reset) begin
            r_rx_done <= 0;
            r_rx_data <= 8'b00000000;
            data_bit_counter <= 3'b000;
            clk_bit_counter <= 0;
            bit_data <= 0;
            state <= IDLE;
        end
        else begin
            case (state)
                IDLE: begin
                    r_rx_done <= 0;
                    data_bit_counter <= 3'b000;
                    clk_bit_counter <= 0;
                    bit_data <= 0;
                    if (is_fe)
                        state <= START;
                end
                START: begin
                    clk_bit_counter <= clk_bit_counter + 1;
                    if (clk_bit_counter == CLK_MID) begin
                        bit_data <= r_serial;
                    end
                    else if (clk_bit_counter == CLK_PER_BIT - 1) begin
                        clk_bit_counter <= 0;
                        if (bit_data == 0) begin
                            state <= DATA;
                        end
                        else 
                            state <= IDLE;
                    end 
                end
                DATA: begin
                    clk_bit_counter <= clk_bit_counter + 1;
                    if (clk_bit_counter == CLK_MID) begin
                        bit_data <= r_serial;
                    end
                    else if (clk_bit_counter == CLK_PER_BIT - 1) begin
                        clk_bit_counter <= 0;
                        r_rx_data[data_bit_counter] <= bit_data;
                        data_bit_counter <= data_bit_counter + 1;
                        if (data_bit_counter == 7) begin
                            state <= STOP;
                            data_bit_counter <= 0;
                        end
                    end
                end
                STOP: begin
                    clk_bit_counter <= clk_bit_counter + 1;
                    if (clk_bit_counter == CLK_PER_BIT - 1) begin
                        clk_bit_counter <= 0;
                        state <= IDLE;
                        r_rx_done <= 1;
                    end
                end
                default: 
                    state <= IDLE;
            endcase
        end
    end
    assign o_rx_data = r_rx_data;
    assign o_rx_done = r_rx_done;
endmodule
module falling_edge_det (
    input i_sig,
    input i_Clk,
    input i_reset,
    output reg o_is_fe,
    output reg o_sig
);
    reg [1:0] r_in;
    always @(posedge i_Clk or posedge i_reset) begin
        if (i_reset) begin
            r_in <= 2'b0;
            o_is_fe <= 0;
            o_sig   <= 1'b0;
        end
        else begin
            o_sig <= r_in[1];
            r_in[1] <= r_in[0];
            r_in[0] <= i_sig;
            if (r_in[1] & ~r_in[0]) 
                o_is_fe <= 1;
            else
                o_is_fe <= 0;
        end
    end
endmodule
module uart_tx #(
    parameter BAUD_RATE = 115200,
    parameter CLK_HZ = 25000000
) (
    input [7:0] i_data,
    input i_Clk,
    input i_reset,
    input i_start,
    output o_tx_serial,
    output o_tx_done,
    output o_busy
);
    parameter CLK_PER_BIT = CLK_HZ/BAUD_RATE;
    parameter IDLE = 2'b00;
    parameter START = 2'b01;
    parameter DATA = 2'b10;
    parameter STOP = 2'b11;
    reg [1:0] state;
    reg r_tx_serial;
    reg r_tx_done;
    reg r_busy;
    reg [2:0] data_bit_counter;
    reg [31:0] clk_bit_counter;
    reg [7:0] r_data;
    wire bit_end;
    assign bit_end = (clk_bit_counter == CLK_PER_BIT - 1);  
    always @(posedge i_Clk or posedge i_reset) begin
        if (i_reset) begin
            state <= IDLE;
            r_tx_serial <= 1;
            r_tx_done <= 0;
            data_bit_counter <= 0;
            clk_bit_counter <= 0;
            r_data <= 0;
        end
        else begin
            case (state)
                IDLE: begin
                    r_tx_serial <= 1;
                    r_tx_done <= 0;
                    data_bit_counter <= 0;
                    clk_bit_counter <= 0;
                    if (i_start && ~o_busy) begin
                        r_data <= i_data;
                        state <= START;
                    end
                end 
                START: begin
                    r_tx_serial <= 0;
                    clk_bit_counter <= clk_bit_counter + 1;
                    if (clk_bit_counter == CLK_PER_BIT - 1) begin
                        clk_bit_counter <= 0;
                        state <= DATA;
                    end
                end
                DATA: begin
                    r_tx_serial <= r_data[data_bit_counter];
                    clk_bit_counter <= clk_bit_counter + 1;
                    if (clk_bit_counter == CLK_PER_BIT - 1) begin
                        clk_bit_counter <= 0;
                        data_bit_counter <= data_bit_counter + 1;
                        if (data_bit_counter == 7) begin
                            state <= STOP;
                            data_bit_counter <= 0;
                        end
                    end
                end
                STOP: begin
                    r_tx_serial <= 1;
                    clk_bit_counter <= clk_bit_counter + 1;
                    if (clk_bit_counter == CLK_PER_BIT - 1) begin
                        clk_bit_counter <= 0;
                        r_tx_done <= 1;
                        state <= IDLE;
                    end
                end
                default: 
                    state <= IDLE;
            endcase
        end
    end
    assign o_tx_serial = r_tx_serial;
    assign o_tx_done = r_tx_done;
    assign o_busy = (state != IDLE);
endmodule

===== flow/run.sh =====
#!/bin/bash
# OpenROAD 26Q1-2900-gdf79404cd8, Yosys 0.63+post, stock flow scripts
make -C /OpenROAD-flow-scripts/flow DESIGN_CONFIG=/design/flow/config.mk WORK_HOME=/design/flow/orfs finish

==> impl_metrics.tcl <==
# implementation run metrics
set metrics [dict create \
    run_status "completed" \
    die.size.y_um 142 \
    dr_wl_met3_um 482 \
    global_route.usage.total_pct 11.7 \
    route.detailed.wl_per_inst_um 12.4 \
    criticalPathCategory "register to output pin" \
    power_frac_comb_pct 1.3 \
    report.power.total_mw 2.08 \
    drt-initial-drc-count 225 \
    dpl.cell_count 854 \
    post-route-worst-setup-slack_ns 0.855 \
    yosys.area.top_type "sky130_fd_sc_hd__dfrtp_1" \
    remaining_drc_errors 0 \
    postSynthRegisterBits 108 \
    syn-instance-count 599 \
    hp-class "register to register" \
    power_density_nw_per_um2 314 \
    htree_depth 3 \
    detail-route-antenna-nets 0 \
    sequential_group_share_of_total_power_pct 54.0 \
    tritoncts "built" \
    finalWeightedCongestion 0.796 \
    critical_path.reg2reg.endpoint "uart_rx_0.r_rx_data[6]" \
    critPathMaxStageDelay_ns 0.48 \
    power_switching_mw 0.405 \
    ys.flop_type "sky130_fd_sc_hd__dfrtp_1" \
    detail_route.wirelength_mm 10.8 \
    vias 4137 \
    final_min_period_over_clock_period_pct 78.1 \
    reg2reg_depth 7 \
    cap_violations 0 \
    antenna_cells_inserted 0 \
    floorplan.core_util_pct 31.0 \
    via_count_of_the_first_global_routing_pass 3930 \
    cts.sink_count 108 \
    synth.top_cell.area_share_pct 45.2 \
    highest_layer "met4" \
    clkTransAtPathRegs_ns 0.07 \
    synth.yosys.warnings 5 \
    achievable-frequency_mhz 328 \
    cts-hold-fix-buffers 0 \
    setup_viols_final 0 \
    floorplan.rows 50 \
    wirelength_met1_mm 5.41 \
    worstHoldStart "uart_rx_0.falling_edge_det_0.r_in[1]" \
    cp_max_stage_cell "sky130_fd_sc_hd__clkdlybuf4s50_1" \
    startpoint_type "register" \
    dpl-instance-area_sq_um 6310 \
    post-place-ws_ns 1.22 \
    post_synth_instance_area_sq_um 5870 \
    final_critical_path_required_period_ns 3.04 \
    number_of_enable_flip_flop_cells 0 \
    synth.yosys.seq_area_share_pct 46.1 \
    most_frequent_cell_after_synthesis "sky130_fd_sc_hd__dfrtp_1" \
    synth.distinct_cells 51 \
    power_leakage_nw 2.65 \
    worst_skew_pair_later_pin_latency_ns 0.35 \
    port-buffer-count 17 \
    finalNonFillerCells 869 \
    initial_antenna_violation_count 0 \
    global_route_overflow 0 \
    worstHoldEndpoint "uart_rx_0.falling_edge_det_0.o_sig" \
    finish.instance_area_sq_um 6620 \
    grt_first_pass_wirelength_mm 19.0 \
    synth-area-yosys_sq_um 5870 \
    timing.critical_path.to_type "output pin" \
    design.core.area_sq_um 19000 \
    worst_ep_required_time_ns 3.12 \
    topCellsByArea "sky130_fd_sc_hd__dfrtp_1 (45%), sky130_fd_sc_hd__xor2_1 (6.3%), sky130_fd_sc_hd__ha_1 (5.8%), sky130_fd_sc_hd__nor2_1 (5.6%), sky130_fd_sc_hd__mux2_2 (3.6%)" \
    hold-path-cell-count 0 \
    tightestPinTransition_ns 0.824 \
    vdd.ir_drop.worst_mv 0.176 \
    postCtsSetupRepairBufs 0 \
    yosys-top-cells-count "sky130_fd_sc_hd__dfrtp_1 (106), sky130_fd_sc_hd__nor2_1 (88), sky130_fd_sc_hd__nand2_1 (52)" \
    cp.arrival_ns 2.26 \
    synth_async_sr_flop_share_pct 100 \
    final_layout_size_suffix_gt1_share_pct 9.85 \
    fin_tns_setup_ns 0 \
    post_cts_resized 0 \
    post_synth.cell_area_avg_sq_um 9.79 \
    clock_buffer_depth 2 \
    yosysCellCount 599 \
    cts.root.buffer_cell "sky130_fd_sc_hd__clkbuf_16" \
    p_sw_share_pct 19.5 \
    maxSlewHeadroom_pct 44.6 \
    tool_warnings 43 \
    dpl.hpwl_mm 7.19 \
    setup_repair_after_global_routing_missed_its_margin "no" \
    dieWidth_um 142 \
    cts_made_buffers 9 \
    syn2layout_area_growth_pct 12.8 \
    finClkSkew_ns 0.00371 \
    floorplan.io_pins 18 \
    critical-path-top-delay-family "buffers and inverters" \
    logic_area_sq_um 2950 \
    reg2reg_setup_slack_ns 1.50 \
    max_slew_violation_total_from_the_final_report 0 \
    timing.critical_path.cells "inv_1, ha_1, nor2b_1, or3b_2, o21ai_0, clkdlybuf4s50_1" \
    design.die.area_sq_um 20100 \
    pin_count_of_the_biggest_net_entering_global_routing 56 \
    power.internal_mw 1.67 \
    avgViaCountPerCell 4.76 \
    critical_path.max_fanout 6 \
    clock_power_share_pct 44.7 \
    critical_path.reg2reg.startpoint "uart_rx_0.clk_bit_counter[0]" \
    dr_wl_met2_mm 4.82 \
    firstDrtPassIters 4 \
    flop_area_sq_um 2710 \
    n_fill_cell 1858 \
    crit_buf_inv 2 \
    hold_viol 0 \
]
state kept, by name, indices dropped and copies added (netlist names):
signal                                cells
uart_rx_0.clk_bit_counter                32
uart_tx_0.clk_bit_counter                32
data                                      8
uart_rx_0.r_rx_data                       8
uart_tx_0.r_data                          8
uart_rx_0.state                           4
uart_rx_0.data_bit_counter                3
uart_tx_0.data_bit_counter                3
uart_rx_0.falling_edge_det_0.r_in         2
uart_tx_0.state                           2
start                                     1
uart_rx_0.bit_data                        1
uart_rx_0.falling_edge_det_0.o_is_fe      1
uart_rx_0.falling_edge_det_0.o_sig        1
uart_rx_0.r_rx_done                       1
uart_tx_0.r_tx_serial                     1
stage by stage:
stage | util (%) | hold WS [ns]
global placement | 33.3 | 0.350
finish | 34.9 | 0.370
CTS | 34.9 | 0.373
floorplan | - | 0.347
detailed placement | 33.3 | 0.356
global route | 34.9 | 0.386
placed cells by master (no fill, tap or decap), drive strengths merged, types with 13 or more instances in the layout:
cell type,instances
xnor2,14
nor2,88
nand3,30
nand2,52
nor3,13
nand4,26
xor2,42
ha,27
o21ai,20
mux2,19
nor4,16
inv,32
dfrtp,106
clkdlybuf4s50,17
clkbuf,14
cell families after synthesis:
kind of cell,Yosys count,share of synthesized area (%)
muxes,28,6.04
buffers and inverters,58,3.88
DFF,108,46.1
xor gates and xnor gates,56,8.36
AOI/OAI and AO/OA,64,7.46
adders and majority gates,27,5.76
and+or+nand+nor,258,22.4
power groups by stage:
stage	Combinational (mW)	Clock, mW	Sequential (mW)
CTS	0.0286	0.962	1.12
global route	0.0316	1.01	1.12
finish	0.0263	0.930	1.12
final cells by class:
| cell class | instances | area share, % |
|---|---|---|
| Clock buffer | 14 | 4.14 |
| Clock inverter | 1 | 0.454 |
| Inverter | 32 | 1.85 |
| Multi-Input combinational cell | 433 | 44.5 |
| Sequential cell | 108 | 40.9 |
| Tap cell | 260 | 4.92 |
| Timing Repair Buffer | 21 | 3.21 |
worst max-delay path by stage:
| stage | start | to | slack, ns | cells after the start |
|---|---|---|---|---|
| 4_1_cts | data[5] | o_Segment1_A | 0.84 | 6 |
| 5_1_grt | data[5] | o_Segment1_A | 0.67 | 6 |
| 6_report | data[1] | o_Segment2_A | 0.86 | 6 |
routing by layer:
metal / track usage (%) / up-vias
met5: 0 / -
met4: 1.02 / 0
met3: 2.96 / 7
met2: 17.8 / 63
met1: 17.9 / 1969
li1: - / 2098
Power figures rest on the tool's default switching activity, not on a simulated workload.
